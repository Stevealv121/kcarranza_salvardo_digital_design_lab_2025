File: flow/config.mk
export PLATFORM = sky130hd
export DESIGN_NAME = subtractor_fpga_top
export DESIGN_NICKNAME = subtractor_fpga_top
export VERILOG_FILES = /design/flow/design.v
export SDC_FILE = /design/flow/constraint.sdc
export NUM_CORES = 4
export LEC_CHECK = 1
export CORE_AREA = 10 10 87 87
export DIE_AREA = 0 0 97 97
export SYNTH_HDL_FRONTEND = slang
File: flow/constraint.sdc
current_design subtractor_fpga_top

set clk_period 6.6
set clk_io_pct 0.2

create_clock -name clk0 -period $clk_period

set non_clock_inputs [all_inputs -no_clocks]
set_input_delay [expr $clk_period * $clk_io_pct] -clock clk0 $non_clock_inputs
set_output_delay [expr $clk_period * $clk_io_pct] -clock clk0 [all_outputs]
File: flow/design.v
module binary_to_7seg (
    input  logic [3:0] binary_in,     
    output logic [6:0] segments       
);
    always_comb begin
        case (binary_in)
            4'h0: segments = 7'b1000000;  
            4'h1: segments = 7'b1111001;  
            4'h2: segments = 7'b0100100;  
            4'h3: segments = 7'b0110000;  
            4'h4: segments = 7'b0011001;  
            4'h5: segments = 7'b0010010;  
            4'h6: segments = 7'b0000010;  
            4'h7: segments = 7'b1111000;  
            4'h8: segments = 7'b0000000;  
            4'h9: segments = 7'b0010000;  
            4'hA: segments = 7'b0001000;  
            4'hB: segments = 7'b0000011;  
            4'hC: segments = 7'b1000110;  
            4'hD: segments = 7'b0100001;  
            4'hE: segments = 7'b0000110;  
            4'hF: segments = 7'b0001110;  
            default: segments = 7'b1111111;  
        endcase
    end
endmodule
module full_subtractor_1bit (
    input  logic a,       
    input  logic b,       
    input  logic borrow_in,   
    output logic diff,        
    output logic borrow_out   
);
    logic temp_diff1, temp_borrow1, temp_borrow2;
    half_subtractor hs1 (
        .a(a),
        .b(b),
        .diff(temp_diff1),
        .borrow(temp_borrow1)
    );
    half_subtractor hs2 (
        .a(temp_diff1),
        .b(borrow_in),
        .diff(diff),
        .borrow(temp_borrow2)
    );
    assign borrow_out = temp_borrow1 | temp_borrow2;
endmodule
module full_subtractor_4bit (
    input  logic [3:0] minuend,      
    input  logic [3:0] subtrahend,   
    input  logic       borrow_in,    
    output logic [3:0] difference,   
    output logic       borrow_out,   
    output logic       negative      
);
    logic [3:0] borrow_chain;
    full_subtractor_1bit fs0 (
        .a(minuend[0]),
        .b(subtrahend[0]),
        .borrow_in(borrow_in),
        .diff(difference[0]),
        .borrow_out(borrow_chain[0])
    );
    full_subtractor_1bit fs1 (
        .a(minuend[1]),
        .b(subtrahend[1]),
        .borrow_in(borrow_chain[0]),
        .diff(difference[1]),
        .borrow_out(borrow_chain[1])
    );
    full_subtractor_1bit fs2 (
        .a(minuend[2]),
        .b(subtrahend[2]),
        .borrow_in(borrow_chain[1]),
        .diff(difference[2]),
        .borrow_out(borrow_chain[2])
    );
    full_subtractor_1bit fs3 (
        .a(minuend[3]),
        .b(subtrahend[3]),
        .borrow_in(borrow_chain[2]),
        .diff(difference[3]),
        .borrow_out(borrow_chain[3])
    );
    assign borrow_out = borrow_chain[3];
    assign negative = borrow_out;   
endmodule
module half_subtractor (
    input  logic a,       
    input  logic b,       
    output logic diff,    
    output logic borrow   
);
    assign diff = a ^ b;         
    assign borrow = ~a & b;      
endmodule
module subtractor_fpga_top (
    input  logic [7:0] switches,     
    output logic [6:0] hex0,         
    output logic [6:0] hex1,         
    output logic [6:0] hex2,         
    output logic [9:0] leds          
);
    logic [3:0] minuend, subtrahend, difference;
    logic borrow_out, negative;
	 logic [3:0] display_result;
    assign minuend = switches[7:4];       
    assign subtrahend = switches[3:0];    
    full_subtractor_4bit subtractor (
        .minuend(minuend),
        .subtrahend(subtrahend),
        .borrow_in(1'b0),                 
        .difference(difference),         
        .borrow_out(borrow_out),
        .negative(negative)
    );
    assign display_result = negative ? (~difference + 1'b1) : difference;
    binary_to_7seg display_A (
        .binary_in(minuend),             
        .segments(hex2)
    );
    binary_to_7seg display_B (
        .binary_in(subtrahend),          
        .segments(hex1)
    );
    binary_to_7seg display_C (
        .binary_in(display_result),          
        .segments(hex0)
    );
    assign leds[0] = negative;            
    assign leds[1] = borrow_out;          
endmodule
File: flow/run.sh
#!/bin/bash
# OpenROAD 26Q1-2900-gdf79404cd8, Yosys 0.63+post, stock flow scripts
make -C /OpenROAD-flow-scripts/flow DESIGN_CONFIG=/design/flow/config.mk WORK_HOME=/design/flow/orfs finish
==> out/metrics.yaml <==
synth:
  synth_seq_share_pct: 0
  synthesis.area_um2: 1070
  syn_inst: 134
  ys_sh_simple_pct: 18.1
  synth_cell_types: 44
  ys_area_um2: 1070
  muxShareOfSynthArea_pct: 17.3
  yosysCellCount: 134
  synth_warnings: 8
  ys_sh_xor_pct: 2.46
  ys_sh_adder_pct: 25.5
  synth-compound-area-share_pct: 20.1
  avgSynthCellArea_um2: 7.97
  ys_top_logic_family: "adder cells"
final_timing:
  finalSetupViolations: 0
  min_period_ns: 6.32
  period_used_pct: 95.8
  worstMarginPinSlew_ns: 0.589
  fin_hold_ws_ns: 3.67
  fmax_ghz: 0.158
  fin_setup_tns_ns: 0
  relSlewSlack_pct: 60.6
  finalHoldViolations: 0
  rsz0062_at_grt: "no"
  finalMaxSlewViolations: 0
global_routing:
  grt-ovfl-total: 0
  grt_pass1_wl_um: 4490
  grt_max_degree: 15
  antenna_found_initial: 0
  grt_pass1_vias: 936
  grt_usage_pct: 5.22
setup_path:
  cpLargestDelayFamily: "adder cells"
  cp-end-kind: "primary output"
  path_cells: "clkdlybuf4s50_1, inv_1, ha_1, inv_1, fa_1, fa_1, fa_1, mux2i_4, inv_1, ha_1, mux2_4, a22oi_1, clkdlybuf4s50_1"
  slowest_stage: "fa_1"
  worst_path_largest_cell_delay_ns: 0.50
  cp.arrival_ns: 5.00
  crit_required_ns: 5.28
  critical_path_buf_inv_count: 5
  worstPathMaxFanout: 6
  cp-start-kind: "input pin"
  worst-setup-path-type: "input pin to primary output"
die:
  die_h_um: 97
  die_x_um: 97
  dieArea_um2: 9410
  num_io_pins: 39
  core_area_um2: 5640
  rows: 27
  fp_util_pct: 18.9
routing:
  vias: 953
  wire_per_inst_um: 11.3
  drtIter0Drc: 55
  insertedDiodeCount: 0
  dr.pass1.iters: 4
  vias_per_cell: 4.14
  postRouteAntennaNets: 0
  totalWireLength_um: 2600
  drcViolationCount: 0
pwr:
  leakagePower_nw: 0.601
  p_per_area_nw_per_um2: 130
  ir_drop_mv: 0.0364
final_layout:
  seq_cell_count: 0
  synthToLayoutAreaGrowth_pct: 30.6
  n_clock_buffer: 0
  drive_gt1_share_pct: 7.59
  flop_area_um2: 0
cts:
  post_cts_resized: 0
  post_cts_buffers: 0
  cts_hold_buf: 0
run:
  warnings: 44
  drv_cap: 0
worst_hold_path:
  hp-start: "switches[2]"
  hold_depth: 3
  worstHoldEndpoint: "hex1[4]"
  hold_path.class: "input pin to primary output"
placement:
  hpwl_um: 2180
  place.gp.congestion: 0.849
  portBuffers: 31
status:
  status: "completed"
==> Yosys cell counts (2+ instances only) <==
cell      count  share of area [%]
buf_6         2                2.1
clkbuf_1      2               0.70
o211ai_1      3                2.1
nor3_1        4                1.9
buf_4        11                7.7
a32o_1        2                1.9
nor2b_1       2                1.2
nand3_1       2               0.94
o31ai_1       4                2.8
a21oi_1       5                2.3
o22ai_1       3                1.8
buf_2         2               0.94
mux2i_1       8                7.5
mux2_2        2                2.1
o21ai_0       5                2.3
xor2_1        2                1.6
nand2_1       8                2.8
nand2b_1      5                2.9
inv_1        12                4.2
ha_1         17                 20
fa_1          3                5.6
nor2_1        7                2.5
mux4_2        2                4.2
==> worst max-delay path by stage <==
stage,startpoint,endpoint,slack (ns),cells past startpoint
after CTS,switches[0],hex0[3],0.26,12
after global routing,switches[4],hex0[3],0.04,13
final,switches[4],hex0[3],0.28,13
==> where the power goes <==
part           internal, W  switching (W)
Combinational     0.000103      0.0000784
Clock                    0              0
Sequential               0              0
==> per-layer routing <==
layer / global-route usage (%) / part of all wire, % / vias up / routed length (µm)
met5: 0 / 0 / - / 0
met4: 0 / 0 / 0 / 0
met3: 0.931 / 4.7 / 0 / 123
met2: 8.54 / 45 / 20 / 1160
met1: 7.38 / 51 / 422 / 1320
li1: - / - / 511 / -
==> cell usage in the layout (no fill, tap or decap), types with 4 or more instances in the layout <==
cell type | synthesis | layout
ha_1 | 17 | 17
mux2i_1 | 8 | 8
nand2_1 | 8 | 8
nand2b_1 | 5 | 5
nor2_1 | 7 | 7
o21ai_0 | 5 | 5
o31ai_1 | 4 | 4
inv_1 | 12 | 12
clkdlybuf4s50_1 | 0 | 31
nor3_1 | 4 | 4
a21oi_1 | 5 | 5
conb_1 | 1 | 8
==> through the flow <==
step	cells	util (%)	area (µm²)	worst slack, ns	power (W)
after floorplan	141	-	1090	1.35	0.000112
after global placement	230	24.7	1400	0.273	0.000185
after detailed placement	230	24.7	1400	0.254	0.000185
after CTS	230	24.7	1400	0.256	0.000186
after global routing	230	24.7	1400	0.0399	0.000205
final	230	24.7	1400	0.279	0.000181
==> cells by family after synthesis <==
family / count (synthesis)
xor+xnor: 3
other cells: 1
compound gates: 30
fa+ha+maj: 20
mux: 14
simple gates: 36
buf+inv: 30
==> cell type report <==
cell class	count	area (µm²)
multi-input combinational	111	923
timing repair buffer	34	333
tap	72	90.1
inverter	13	48.8
fill	607	4250
Power is estimated from default activity; no workload was simulated.
