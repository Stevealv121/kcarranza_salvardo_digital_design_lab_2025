==> design/flow/design.v <==
module binary_to_decimal (
    input  logic [5:0] bin,
    output logic [3:0] tens,
    output logic [3:0] units
);
    always_comb begin
        tens  = bin / 10;
        units = bin % 10;
    end
endmodule
module seven_segment_decoder (
    input  logic [3:0] digit,
    output logic [6:0] segments   
);
    always_comb begin
        case (digit)
            4'h0: segments = 7'b1000000;  
            4'h1: segments = 7'b1111001;  
            4'h2: segments = 7'b0100100;  
            4'h3: segments = 7'b0110000;  
            4'h4: segments = 7'b0011001;  
            4'h5: segments = 7'b0010010;  
            4'h6: segments = 7'b0000010;  
            4'h7: segments = 7'b1111000;  
            4'h8: segments = 7'b0000000;  
            4'h9: segments = 7'b0010000;  
            default: segments = 7'b1111111;  
        endcase
    end
endmodule
module top_counter(
    input  logic clk,
    input  logic rst_n,       
    input  logic start_btn,   
    input  logic up_btn,      
    input  logic down_btn,    
    input  logic mode_switch,
    output logic [6:0] seg_units,
    output logic [6:0] seg_tens
);
    logic [5:0] count;
    logic [3:0] tens, units;
    logic start_prev, up_prev, down_prev;
    always_ff @(posedge clk) begin
        if (~rst_n) begin
            count <= 0;
            start_prev <= 1'b1;
            up_prev <= 1'b1; 
            down_prev <= 1'b1;
        end else begin
            start_prev <= start_btn;
            up_prev <= up_btn;
            down_prev <= down_btn;
            if (up_prev && ~up_btn) begin           
                if (count < 63)
                    count <= count + (mode_switch ? 10 : 1);
            end else if (down_prev && ~down_btn) begin   
                if (count >= (mode_switch ? 10 : 1))
                    count <= count - (mode_switch ? 10 : 1);
            end
        end
    end
    binary_to_decimal bcd(.bin(count), .tens(tens), .units(units));
    seven_segment_decoder dec_units(.digit(units), .segments(seg_units));
    seven_segment_decoder dec_tens(.digit(tens), .segments(seg_tens));
endmodule
==> design/flow/run.sh <==
#!/bin/bash
# OpenROAD 26Q1-2900-gdf79404cd8, Yosys 0.63+post, stock flow scripts
make -C /OpenROAD-flow-scripts/flow DESIGN_CONFIG=/design/flow/config.mk WORK_HOME=/design/flow/orfs finish
==> design/flow/config.mk <==
export PLATFORM = sky130hd
export DESIGN_NAME = top_counter
export DESIGN_NICKNAME = top_counter
export VERILOG_FILES = /design/flow/design.v
export SDC_FILE = /design/flow/constraint.sdc
export NUM_CORES = 4
export LEC_CHECK = 1
export CORE_AREA = 10 10 85 85
export DIE_AREA = 0 0 95 95
export SYNTH_HDL_FRONTEND = slang
==> design/flow/constraint.sdc <==
current_design top_counter

set clk_period 6.0
set clk_io_pct 0.2

create_clock -name clk0 -period $clk_period [get_ports {clk}]

set non_clock_inputs [all_inputs -no_clocks]
set_input_delay [expr $clk_period * $clk_io_pct] -clock clk0 $non_clock_inputs
set_output_delay [expr $clk_period * $clk_io_pct] -clock clk0 [all_outputs]
==> job_summary.md <==
## Implementation flow summary

| Metric | Value |
|---|---|
| Cycle use final | `84.6%` |
| Ys cells | `180` |
| DR iter-0 viols | `70` |
| Vias in the first global route | `~1,200` |
| # clock sinks | `8` |
| Sequential-to-total area share from yosys stat | `11.6%` |
| Area growth syn-to-layout | `19.2%` |
| Antenna violations before repair | `0` |
| Top cell area share | `19.1%` |
| PnR worst setup slack | `~0.92 ns` |
| Largest net degree at the start of global routing | `24` |
| Hold buffers post-CTS | `0` |
| Setup Buffers After CTS | `0` |
| Placed inst area | `1600 sq um` |
| Top FF cell, synth | `dfxtp_1` |
| Die height | `95 um` |
| Maximum clock insertion buffer count | `2` |
| Fill count | `~600` |
| # IOs | `20` |
| # rows | `27` |
| Final Hold Viols | `0` |
| Final Max Slew Viols | `0` |
| Syn Inst Count | `180` |
| Initial core utilization | `25.2%` |
| GPL Wtd Cong | `0.813` |
| Die Width | `95 um` |
| Layout cells sized above 1 | `under 10%` |
| Gr usage total | `under 10%` |
| Final Util | `30.0%` |
| Adder-cell share of the synthesized area | `between 20% and 30%` |
| Post-synth top area cell | `ha_1` |
| Worst vdd ir | `0.0952 mV` |
| Max-slew headroom | `52.0%` |
| FF+latch area | `160 sq um` |
| CP endpoint kind | `output pin` |
| DIE AREA | `9030 sq um` |
| Yosys warning count | `0` |
| Netlist cell types | `approximately 47` |
| Cell area after synthesis | `1380 sq um` |
| Mux area share | `9.54%` |
| Late-Pin Clk Latency | `0.23 ns` |
| Main area contributors | `ha_1 (19%), dfxtp_1 (12%), mux2i_1 (8.7%)` |
| Clock Tree Root | `clkbuf_8` |
| Comb area leader | `AND-OR/OR-AND gates` |
| Post-route setup TNS | `0 ns` |
| Final Non-Filler Cells | `264` |
| Layout Skew | `0.00374 ns` |
| Clock slew at reported path FFs | `0.04 ns` |
| CP cell instances | `nor2_1, inv_1, ha_1, nor2b_1, and3_4, a2bb2oi_1, nor2_1, ha_1, o221ai_1, o41ai_4, and2_1, mux2i_1, clkdlybuf4s50_1` |
| Port Buffers | `18` |
| Hpwl dp | `2320 um` |
| Pwr dens | `411 nW/um^2` |
| Drt drc | `0` |
| Crit start category | `register` |
| Overall Power | `0.675 mW` |
| Worst Tran Pin Value | `0.718 ns` |
| Core ar. | `roughly 5500 sq um` |
| Simple-Gate Area Share | `23.6%` |
| Worst-path maximum fanout | `16` |
| Congestion Overflow GR | `0` |
| CTS tree | `built` |
| H-tree Lvls | `1` |
| Max_cap viols | `0` |
| Post-DRT Antenna Nets | `0` |
| Comb. cell area | `roughly 1100 sq um` |
| RSZ-0062 raised after global routing | `false` |
| Status | `completed` |
| Fin Hold WS | `0.657 ns` |
| Area fraction in compound gates | `24.6%` |
| Resized cells post-CTS | `0` |
| Tool Warnings | `35` |
| Max incr delay on CP | `0.68 ns` |
| Crit path time final | `5.08 ns` |
| Routed vias | `1,263` |
| P_leak | `approximately 0.74 nW` |
| Ys async rst share | `0%` |
| Max Fclk | `197 MHz` |
| WL per Instance | `around 11 um` |
| DP Cell Count | `261` |
| # diodes | `0` |
| Finished Cell Area | `1640 sq um` |
| TritonCTS Buffers | `3` |
| Setup Crit Path Kind | `reg2out` |
| Critical Path RT | `4.80 ns` |
| DRT Pass-1 Iters | `4` |
| Yosys stat chip area | `1380 sq um` |
| # setup viols final | `0` |
| Synth flops | `8` |
| Final WL | `2960 um` |
| Critical Path Slowest Stage Cell | `dfxtp_1` |
| Xor+xnor area frac | `under 10%` |
| Arr. time, crit path | `slightly below 4 ns` |
| Mapped Avg Cell Area | `7.65 sq um` |
| HP Class | `reg2reg` |
| DP Worst Slack | `1.17 ns` |
| Via density per instance | `roughly 4.8` |
| First-pass GRT wire length | `5120 um` |
| EDFF count, synth | `0` |
final cells by class:
type,instances,share of cell area [%]
Sequential cell,8,9.76
Clock buffer,3,2.52
Tap cell,72,5.49
Timing Repair Buffer,18,11.0
Multi-Input combinational cell,148,67.8
Inverter,15,3.43
cells in the mapped netlist (all sizes together) (2+ instances only):
master  instances
ha             21
o21ai          16
inv            15
nand2          14
nor2           13
mux2i          12
a21oi          10
dfxtp           8
buf             6
nand2b          6
nand3           6
and2            5
nor2b           4
nor3            4
and3            3
clkbuf          3
o21a            3
xnor2           3
a211o           2
a211oi          2
o221ai          2
cells by family (layout without fill, tap and decap cells):
kind of cell,after synthesis,count (layout)
buffers and inverters,24,36
XOR/XNOR,4,4
multiplexers,13,13
flip-flops,8,8
adder cells (fa/ha/maj),22,22
AND/OR/NAND/NOR,62,62
AND-OR/OR-AND,47,47
path summary, 6_finish.rpt:
kind	from	end	slack [ns]	cells past startpoint
max	count[3]$_SDFFE_PN0P_	seg_units[5]	0.92	13
min	count[0]$_SDFFE_PN0P_	count[0]$_SDFFE_PN0P_	0.66	1
max reg2reg	count[0]$_SDFFE_PN0P_	count[2]$_SDFFE_PN0P_	3.41	8
min reg2reg	count[0]$_SDFFE_PN0P_	count[0]$_SDFFE_PN0P_	0.66	1
where the power goes:
| part | switching (mW) | leakage [nW] | total (mW) | internal [mW] |
|---|---|---|---|---|
| registers | 0.0380 | 0.0664 | 0.101 | 0.0631 |
| logic | 0.212 | 0.652 | 0.511 | 0.299 |
| clock network | 0.0196 | 0.0216 | 0.0629 | 0.0433 |
| total | 0.270 | 0.740 | 0.675 | 0.405 |
worst max-delay path, delay by kind of cell (launching register included):
family	cells	cell delay, ns
muxes	1	0.14
DFF	1	0.68
buffers and inverters	2	0.62
AOI/OAI and AO/OA	3	0.68
adders and majority gates	2	0.52
and+or+nand+nor	5	1.02
layer usage:
layer | GRT usage [%] | up-vias | share of wire [%]
li1 | - | 675 | -
met5 | 0 | - | 0
met4 | 0.998 | 0 | 1.2
met3 | 0.721 | 2 | 3.9
met2 | 12.1 | 16 | 48
met1 | 8.13 | 570 | 47
cell usage in the layout (no fill, tap or decap), types with 3 or more instances in the layout:
master | synthesis | final
ha_1 | 21 | 21
clkdlybuf4s50_1 | 0 | 18
inv_1 | 14 | 14
o21ai_0 | 14 | 14
nand2_1 | 14 | 14
nor2_1 | 13 | 13
mux2i_1 | 12 | 12
a21oi_1 | 10 | 10
dfxtp_1 | 8 | 8
nand2b_1 | 6 | 6
nand3_1 | 6 | 6
and2_1 | 5 | 5
nor2b_1 | 4 | 4
nor3_1 | 4 | 4
o21a_1 | 3 | 3
xnor2_1 | 3 | 3
clkbuf_8 | 0 | 3
state kept, by name, indices dropped and copies added, names as in the netlist:
signal,flops
down_prev,1
up_prev,1
count,6
Power and IR drop assume default switching activity.
