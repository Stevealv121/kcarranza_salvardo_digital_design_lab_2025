==> design/flow/design.v <==
module Problem1 (
    input  logic [3:0] SW,       
    output logic [6:0] HEX0,     
    output logic [6:0] HEX1      
);
    logic [3:0] gray_out;
    logic [3:0] dec_unidades;
    logic [3:0] dec_decenas;
    bin2gray u_b2g (
        .bin  (SW),
        .gray (gray_out)
    );
    assign dec_decenas  = gray_out / 10;
    assign dec_unidades = gray_out % 10;
    hex7seg u_hex0 (
        .val (dec_unidades),
        .seg (HEX0)
    );
    hex7seg u_hex1 (
        .val (dec_decenas),
        .seg (HEX1)
    );
endmodule
module bin2gray (
    input  logic [3:0] bin,
    output logic [3:0] gray
);
    always_comb begin
        gray[3] = bin[3];
        gray[2] = bin[3] ^ bin[2];
        gray[1] = bin[2] ^ bin[1];
        gray[0] = bin[1] ^ bin[0];
    end
endmodule
module hex7seg #(
    parameter bit ACTIVE_LOW = 1'b1 
)(
    input  logic [3:0] val,          
    output logic [6:0] seg           
);
    localparam logic [6:0] HEX_LUT [16] = '{
        7'b1111110,  
        7'b0110000,  
        7'b1101101,  
        7'b1111001,  
        7'b0110011,  
        7'b1011011,  
        7'b1011111,  
        7'b1110000,  
        7'b1111111,  
        7'b1111011,  
        7'b1110111,  
        7'b0011111,  
        7'b1001110,  
        7'b0111101,  
        7'b1001111,  
        7'b1000111   
    };
    logic [6:0] seg_active_high;
    always_comb seg_active_high = HEX_LUT[val];
    always_comb begin
        if (ACTIVE_LOW)
            seg = ~seg_active_high;   
        else
            seg =  seg_active_high;   
    end
endmodule
==> design/flow/run.sh <==
#!/bin/bash
# OpenROAD 26Q1-2900-gdf79404cd8, Yosys 0.63+post, stock flow scripts
make -C /OpenROAD-flow-scripts/flow DESIGN_CONFIG=/design/flow/config.mk WORK_HOME=/design/flow/orfs finish
==> design/flow/config.mk <==
export PLATFORM = sky130hd
export DESIGN_NAME = Problem1
export DESIGN_NICKNAME = Problem1
export VERILOG_FILES = /design/flow/design.v
export SDC_FILE = /design/flow/constraint.sdc
export NUM_CORES = 4
export LEC_CHECK = 1
export CORE_AREA = 10 10 70 70
export DIE_AREA = 0 0 80 80
export SYNTH_HDL_FRONTEND = slang
==> design/flow/constraint.sdc <==
current_design Problem1

set clk_period 1.4
set clk_io_pct 0.2

create_clock -name clk0 -period $clk_period

set non_clock_inputs [all_inputs -no_clocks]
set_input_delay [expr $clk_period * $clk_io_pct] -clock clk0 $non_clock_inputs
set_output_delay [expr $clk_period * $clk_io_pct] -clock clk0 [all_outputs]
==> summary.txt <==
Mapped Cells -> 64
ANT cells -> 0
Post-layout period usage -> 1.52
Post-layout util -> 0.374
Gate Area -> 721 sq um
Cell-by-cell trace of the critical path -> buf_8 -> buf_8 -> inv_12 -> ha_4 -> and4bb_1 -> a211oi_4 -> o21ai_4 -> buf_6 -> xnor2_2 -> a211oi_2 -> buf_2
IO Count -> 18
Log Warnings -> 43
Xor+xnor area frac -> 0.113
Synth warnings -> 0
Comb area leader -> adder cells
Layout cells sized above 1 -> 0.766
Drt first-iter violations -> 48
RePlAce Congestion -> 0.878
Pwr Density -> 523 mW/mm^2
Compound Share, Synth -> 0.218
CP max-delay cell -> and4bb_1
Storage element area -> 0 sq um
Yosys cell count -> 64
Synth top cells by count -> ha_1, buf_4, inv_1, mux2i_1
Biggest area cells -> ha_1, mux2i_1, buf_4
Final cell count without fillers -> 157
DRC -> 0
Seq Cell Count -> 0
Die X -> 80 microns
Post-CTS Hold Buffers -> 0
Initial antenna violation count -> 0
Adder-cell share of the synthesized area -> 0.231
CP max stage delay -> 0.24 ns
Failing checks -> negative setup slack
Seq/Total Area, Yosys -> 0
PortBufs -> 15
Final total power -> 667 uW
Number of clock buffers in the layout -> 0
Routed Antenna Nets -> 0
Final instance area -> 0.00128 sq mm
Final tally of max-slew violations -> 0
Row Count -> 21
Status -> finished with violations
Drt total wl -> 1900 microns
FP Util -> 0.158
Cell taking the most area after synthesis -> ha_1
DR WL/cell -> 12.1 microns
Yosys Chip Area -> 541 sq um
Final hold vios -> 0
Yosys simple share -> 0.157
Buffer and inverter count on the worst path -> 5
Pre-Repair DR Iteration Count -> 3
CP max FO -> 6
Number of global-route vias before repair -> 636
WP data arrival -> 1.85 ns
Area grow syn2layout -> 136%
Total of max-cap violations -> 0
Mux cell area share -> 0.111
CP endpoint kind -> output port
Synth Cell Area -> 541 sq um
GRT Resource Usage Total -> 0.0541
Global route overflow -> 0
Max IR drop VDD -> 173 uV
Placed cells -> 136
Placed cell area -> 902 sq um
Final min period -> 2.13 ns
Die area -> 0.00640 sq mm
Largest net degree at the start of global routing -> 7
DIE HEIGHT -> 80 microns
Top cell area share -> 0.231
Post-Syn Area per Cell -> 8.45 sq um
Crit path launch type -> input port
CP required -> 1.12 ns
Yosys cell types -> 32
Placeable Area -> 0.00342 sq mm
First-pass GRT wire length -> 2970 microns
F_max -> 469 MHz
CP Class -> in -> out
Crit path max-delay family -> buffers and inverters
Final setup viols -> 11
Number of fill cells in the layout -> 321
Setup WS post-layout -> -0.733 ns
Via/cell ratio -> 4.01
Static Leak -> 0.587 nW
Hold WC Path Type -> in -> out
DP Wirelength -> 1140 microns
CP dominant cell by count -> buf_8
RSZ-0062 raised after global routing -> true
Most numerous cell in the Yosys netlist -> ha_1
Vias -> 629
cell type report:
class | count | share of cell area
inverter | 6 | 0.0343
timing repair buffer | 53 | 0.356
tap | 46 | 0.0451
multi-input combinational | 52 | 0.565
where the power goes:
group          switching (mW)  total [mW]  internal, mW  leakage (nW)
combinational           0.279       0.667         0.388         0.587
clock                       0           0             0             0
sequential                  0           0             0             0
total                   0.279       0.667         0.388         0.587
through the flow:
| stage | hold slack [ns] | setup TNS [ns] | setup slack, ns |
|---|---|---|---|
| 6_report | 1.12 | -5.79 | -0.733 |
| 5_1_grt | 1.16 | -6.50 | -0.823 |
| 4_1_cts | 1.32 | -7.25 | -0.722 |
| 3_5_place_dp | 1.91 | -14.52 | -1.54 |
| 3_3_place_gp | 1.89 | -14.24 | -1.50 |
| 2_1_floorplan | 0.757 | -1.42 | -0.251 |
placed cells by master (no fill, tap or decap), types with 2 or more instances in the layout:
| cell type | n |
|---|---|
| buf_4 | 24 |
| mux2i_1 | 5 |
| dlymetal6s2s_1 | 2 |
| buf_2 | 9 |
| o21ai_4 | 2 |
| ha_1 | 3 |
| clkbuf_2 | 2 |
| conb_1 | 3 |
| ha_4 | 7 |
| nor2_1 | 2 |
| buf_8 | 2 |
| buf_6 | 12 |
| inv_2 | 2 |
| xnor2_4 | 2 |
| nor3b_2 | 2 |
| o22ai_1 | 2 |
repair_timing:
item                       4_1_cts  5_1_grt
pin swaps                       16        8
buffers inserted                15        6
setup endpoints to repair       11       11
gates resized                   74       14
cloned                           1        0
kinds of logic after synthesis:
group	after synthesis
AOI/OAI and AO/OA	14
and+or+nand+nor	14
buffers and inverters	14
adders and majority gates	10
muxes	6
xor gates and xnor gates	4
other	2
final timing paths:
path / endpoint / startpoint / slack [ns] / depth (start not counted)
worst max-delay path: HEX0[6] / SW[2] / -0.73 / 11
worst min-delay path: HEX1[3] / SW[3] / 1.12 / 4
routing by layer:
metal / global-route usage / wire, microns / vias up
met5: 0 / 0 / -
met4: 0.00352 / 0 / 0
met3: 0.00682 / 54 / 0
met2: 0.0907 / 923 / 7
met1: 0.0749 / 916 / 311
li1: - / - / 311
Power and IR drop assume default switching activity.
